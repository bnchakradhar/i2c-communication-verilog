## flow/constraint.sdc

```tcl
current_design master

set clk_period 2.7
set clk_io_pct 0.2

create_clock -name clk0 -period $clk_period [get_ports {clk}]

set non_clock_inputs [all_inputs -no_clocks]
set_input_delay [expr $clk_period * $clk_io_pct] -clock clk0 $non_clock_inputs
set_output_delay [expr $clk_period * $clk_io_pct] -clock clk0 [all_outputs]
```

## flow/design.v

```verilog
`timescale 1ns/1ps
module master(
input wire clk,
input wire rst,
input wire [6:0] addr,
input wire [7:0] data_write_master,
input wire enable,
input wire rw,
output reg [7:0] data_read_master,
output wire ready,
inout wire i2c_sda,
inout wire i2c_scl
);
localparam STATE_IDLE = 0;
localparam STATE_START = 1;
localparam STATE_ADDRESS = 2;
localparam STATE_READ_ACK = 3;
localparam STATE_WRITE_DATA = 4;
localparam STATE_WRITE_ACK = 5;
localparam STATE_READ_DATA = 6;
localparam STATE_READ_ACK2 = 7;
localparam STATE_STOP = 8;
localparam DIVIDE_BY=4;
reg [7:0] state;
reg [7:0] save_addr;
reg [7:0] save_data;
reg write_enable;
reg sda_out;
reg i2c_scl_enable=0;
reg i2c_clk=1;
reg[7:0] counter;
reg[7:0] counter2=0;
assign ready = ((rst == 0)&&(state == STATE_IDLE))?1:0;
assign i2c_scl = (i2c_scl_enable == 0)? 1:i2c_clk;
assign i2c_sda = (write_enable == 1)? sda_out: 'bz;
always @(posedge clk) begin
if(counter2 == (DIVIDE_BY/2)-1) begin
    i2c_clk <= ~i2c_clk;
    counter2 <=0;
    end
    else counter2<=counter2+1;
end
always @(negedge i2c_clk,posedge rst) begin
if(rst==1)begin
    i2c_scl_enable<=0;
    end else begin
    if((state == STATE_IDLE)||(state==STATE_START)||(state==STATE_STOP))begin
    i2c_scl_enable<=0;
    end else begin
    i2c_scl_enable<=1;
    end
    end
 end
always @(posedge i2c_clk,posedge rst) begin
    if(rst == 1)begin
        state<=STATE_IDLE;
        end
        else begin
        case(state)
        STATE_IDLE:begin
        if(enable) begin
            state<=STATE_START;
            save_addr<={addr,rw};
            save_data<=data_write_master;
            end
            else state<=STATE_IDLE;
            end
        STATE_START:begin
        counter<=7;
        state<=STATE_ADDRESS;
        end
        STATE_ADDRESS:begin
        if(counter == 0)begin
        state<=STATE_READ_ACK;
        end else counter<=counter-1;
        end
        STATE_READ_ACK:begin
        if(i2c_sda == 0)begin
        counter <= 7;
        if(save_addr[0]==0)state<=STATE_WRITE_DATA;
        else state<=STATE_READ_DATA;
        end else state <= STATE_STOP;
        end
        STATE_WRITE_DATA:begin
        if(counter == 0) begin
        state<=STATE_READ_ACK2;
        end else counter <=counter-1;
        end
        STATE_READ_ACK2:begin
        if((i2c_sda==0)&&(enable == 1))state<=STATE_IDLE;
        else state<=STATE_STOP;
        end
        STATE_READ_DATA:begin
        data_read_master[counter]<=i2c_sda;
        if(counter == 0)state <= STATE_WRITE_ACK;
        else counter <= counter-1;
        end
        STATE_WRITE_ACK:begin
        state <= STATE_STOP;
        end
        STATE_STOP:begin
        state<=STATE_IDLE;
        end
        endcase
        end
        end
always @(negedge i2c_clk,posedge rst) begin
    if(rst == 1)begin
    write_enable <=1;
    sda_out<=1;
    end else begin 
    case(state)
            STATE_START:begin
            write_enable<=1;
            sda_out<=0;
            end
            STATE_ADDRESS:begin
            write_enable<=1;
            sda_out<=save_addr[counter];
            end
            STATE_READ_ACK:begin
            write_enable<=0;
            end
            STATE_WRITE_DATA:begin
            write_enable<=1;
            sda_out<=save_data[counter];
            end
            STATE_WRITE_ACK:begin
            write_enable<=1;
            sda_out<=0;
            end
            STATE_READ_DATA:begin
            write_enable<=0;
            end
            STATE_STOP:begin
            write_enable=1;
            sda_out<=1;
            end
            endcase
            end
            end
endmodule
```

## flow/run.sh

```bash
#!/bin/bash
# OpenROAD 26Q1-2900-gdf79404cd8, Yosys 0.63+post, stock flow scripts
make -C /OpenROAD-flow-scripts/flow DESIGN_CONFIG=/design/flow/config.mk WORK_HOME=/design/flow/orfs finish
```

## flow/config.mk

```make
export PLATFORM = sky130hd
export DESIGN_NAME = master
export DESIGN_NICKNAME = master
export VERILOG_FILES = /design/flow/design.v
export SDC_FILE = /design/flow/constraint.sdc
export NUM_CORES = 4
export LEC_CHECK = 1
export CORE_UTILIZATION = 30
```

==> flow_metrics.py <==
# Physical implementation metrics
metrics = {
    "die": {
        "io_pins": 30,
        "die_w_microns": 93.3,
        "fp_util_pct": 31.7,
        "rows": 32,
        "die-height_microns": 93.3,
    },
    "clock_tree": {
        "cts_made_buffers": 3,
        "ctsHoldBuffers": 0,
        "post-cts-setup-buffers": 0,
        "ctsRootBufferMaster": "clkbuf_8",
        "cts-resized-gates": 0,
        "cts.path.max_buffers": 2,
        "htreeDepth": 1,
    },
    "outcome": {
        "stop_stage": "clock tree synthesis (4_1_cts)",
        "error": "[error] [KeplerFormal.cpp:679] Workflow failed: Iso has multiple drivers: .i2c_sda0, i2c_sda$_DFFE_NP1P_.Q0",
        "status": "stopped before the end",
    },
    "synth": {
        "ys_cells": 205,
        "synth-edff-count": 33,
        "syn_inst": 205,
        "ys_area_sq_mm": 0.00250,
        "synth_cell_types": 52,
        "synth_seq_share_pct": 57.2,
        "syn-cell-area_sq_mm": 0.00250,
        "synthArstFlopShare_pct": 21.2,
        "syn_avg_cell_area_sq_um": 12.2,
        "yosysWarnings": 2,
        "ys_seq_elements": 52,
        "ff_type": "edfxtp_1",
    },
    "placed_design": {
        "gp_congestion": 0.798,
        "dp.cells": 325,
        "hpwl_mm": 3.14,
        "portBuffers": 27,
    },
    "timing": {
        "unclocked_pins": 43,
        "untimed_endpoints": 84,
    },
}
synth_stat cells, drive strengths merged (3+ instances only):
| master | instances | area, sq um |
|---|---|---|
| edfxtp | 33 | 991 |
| nor2 | 19 | 71.3 |
| nand2 | 15 | 56.3 |
| xnor2 | 10 | 87.6 |
| mux2 | 9 | 105 |
| buf | 8 | 55.1 |
| dfrtp | 8 | 200 |
| dfxtp | 8 | 160 |
| inv | 8 | 30.0 |
| nor3 | 7 | 40.0 |
| a21oi | 6 | 30.0 |
| and2 | 6 | 37.5 |
| nor4 | 6 | 43.8 |
| nand2b | 5 | 33.8 |
| ha | 4 | 50.1 |
| nand3 | 4 | 20.0 |
| o21ai | 4 | 20.0 |
| mux4 | 3 | 67.6 |
| nor2b | 3 | 18.8 |
| o31ai | 3 | 22.5 |
| or3 | 3 | 23.8 |
| xor2 | 3 | 26.3 |
per-stage QoR:
step                cell area (sq um)  hold slack [ns]  setup WS, ns  power, mW
global placement                 2840            0.452         0.561      0.175
detailed placement               2840            0.447         0.556      0.175
floorplan                        2500            0.426         0.865      0.147
cells by family after synthesis:
group	after synthesis	synth area share [%]
simple gates	80	18.2
flops	52	57.2
compound gates	25	7.06
buf+inv	18	3.71
xor+xnor	13	4.56
mux	13	7.31
fa+ha+maj	4	2.00
No activity file was given, so power comes from the tool's default toggle rates.
